<file path="./constraint.sdc">
current_design decode4x16

set clk_period 1.0
set clk_io_pct 0.2

create_clock -name clk0 -period $clk_period

set non_clock_inputs [all_inputs -no_clocks]
set_input_delay [expr $clk_period * $clk_io_pct] -clock clk0 $non_clock_inputs
set_output_delay [expr $clk_period * $clk_io_pct] -clock clk0 [all_outputs]
</file>
<file path="./run.sh">
#!/bin/bash
# OpenROAD 26Q1-2900-gdf79404cd8, Yosys 0.63+post, stock flow scripts
make -C /OpenROAD-flow-scripts/flow DESIGN_CONFIG=/design/flow/config.mk WORK_HOME=/design/flow/orfs finish
</file>
<file path="./config.mk">
export PLATFORM = sky130hd
export DESIGN_NAME = decode4x16
export DESIGN_NICKNAME = decode4x16
export VERILOG_FILES = /design/flow/design.v
export SDC_FILE = /design/flow/constraint.sdc
export NUM_CORES = 4
export LEC_CHECK = 1
export CORE_AREA = 10 10 70 70
export DIE_AREA = 0 0 80 80
</file>
<file path="./design.v">
module decode4x16(a,y);
  input [3:0] a;
  output [15:0] y;
  assign y = 16'b1<<a;
endmodule
module decode4x16_tb;
reg [3:0] a;
wire [15:0] y;
decode4x16 uut (a,y);
initial a=4'b0;
always #50 a=a+1;
endmodule
</file>
==> run_results.csv <==
group,metric,value,unit
synth,ys_seq_share,0,%
final_timing,setup_viol,13,
power_and_ir_drop,p_leak,0.346,nW
power_and_ir_drop,max-vdd-ir-drop,149,uV
power_and_ir_drop,power.density,337,nW/um^2
grt,overflow,0,
detailed_routing,drtAntennaViolNets,0,
final_timing,fmax,874,MHz
synth,ys_sh_aoi,0,%
final_timing,holdWs,0.765,ns
final_layout,design_area,716,sq um
detailed_routing,post_drt_wl_per_cell,13.1,microns
worst_hold_path,whs_path_depth,4,
synth,yosysMostFrequentCell,"and4bb_2",
placement,dp_hpwl,634,microns
placement,dp_cells,86,
grt,antenna_found_initial,0,
grt,grt_max_degree,9,
synth,ys_sh_xor,0,%
detailed_routing,wirelength,1.39,mm
die,die_h,80,microns
final_layout,flop_area,0,sq um
final_timing,report.final.slew_viol_count,0,
synth,syn_area_per_cell,11.3,sq um
synth,yosysTopAreaCell,"and4bb_2",
final_layout,clkbuf_count,0,
run_status,status,"finished with violations",
final_timing,worst_slack,-0.144,ns
detailed_routing,vias,343,
grt,groute.usage.overall,3.83,%
final_timing,post-route-period-util,114,%
grt,grt_pass1_vias,344,
die,num_rows,21,
critical_path,end_kind,"primary output",
final_timing,rsz0062_at_grt,"yes",
detailed_routing,wl_met2,470,microns
synth,synth.distinct_cells,6,
detailed_routing,viasPerCell,3.24,
synth,synth_area,226,sq um
critical_path,crit_type,"input port to primary output",
detailed_routing,wl_met3,137,microns
final_layout,seq_cell_count,0,
critical_path,critical_path.startpoint_type,"input port",
detailed_routing,drtPass1Iterations,2,
die,io_pins,20,
synth,synth_top_area_share,33.1,%
job,max_cap_violations,0,
critical_path,cp_max_fo,6,
placement,gp_routability_congestion,0.721,
placement,portBuffers,20,
final_timing,period_needed,1.14,ns
synth,logic_family,"simple AND/OR/NAND/NOR gates",
run_status,violations,"negative setup slack",
synth,yosysCellCount,20,
die,core_area,3420,sq um
final_layout,num-fill-cells,368,
synth,yosys_warnings,0,
final_timing,maxSlewHeadroom,86.4,%
final_layout,area_growth_syn_to_layout,216,%
detailed_routing,first_iter_violations,17,
die,die_w,80,microns
synth,ys_sh_simple,86.7,%
die,die-area,6400,sq um
worst_hold_path,hold_start,"a[0]",
placement,dpl_cell_area,497,sq um
synth,syn_inst,20,
worst_hold_path,holdPathEnd,"y[4]",
synth,ys_chip_area,226,sq um
synth,synthTopCellsByArea,"and4bb_2, nor4b_2, and4b_1",
final_timing,worst_slew_pin_slew,0.203,ns
detailed_routing,top_layer_used,"met3",
die,fp_util,6.63,%
detailed_routing,wl_met1,779,microns
grt,grt_first_pass_wirelength,1.98,mm
detailed_routing,drc,0,
critical_path,cp_data_required_time,0.80,ns
worst_hold_path,hp-class,"input port to primary output",
synth,synthAdderAreaFrac,0,%
final_layout,final_layout_size_suffix_gt1_share,90.0,%
detailed_routing,n_antenna_cell,0,
final_layout,final_cells,106,
job,warnings,34,
critical_path,worstPathArrival,0.94,ns
final_timing,hold_violations,0,
synth,ys_sh_mux,0,%
power_and_ir_drop,power,0.241,mW
synth,netlist_top_cells_count,"and4bb_2, and4b_1, buf_4, nor4b_2",
final_layout,final_util,21.0,%
cts,cts_hold_buf,0,
## worst max path at each step
stage,cells after the start,endpoint,slack (ns),start
5_1_grt,5,y[0],-0.19,a[0]
6_report,5,y[1],-0.14,a[1]
4_1_cts,5,y[8],-0.13,a[0]
## report_power, final
| group | leakage [nW] | internal (mW) | switching [mW] |
|---|---|---|---|
| Sequential | 0 | 0 | 0 |
| Combinational | 0.346 | 0.156 | 0.0846 |
| Clock | 0 | 0 | 0 |
| Total | 0.346 | 0.156 | 0.0846 |
## cell usage in the layout, fill, tap and decap left out, drive strengths merged
cell type and instances:
and4b 4, and4 1, and4bb 6, clkdlybuf4s15 1
buf 43, nor4 1, nor4b 4
## critical path, cell delays in order
cell and delay (ns):
buf_8 0.10, buf_6 0.12, buf_6 0.12, nor4b_4 0.27
buf_2 0.14
## cell type report
cell class	count	area [sq um]	share of cell area, %
tap	46	57.6	8.04
timing repair buffer	44	418	58.4
multi-input combinational	16	240	33.6
## kinds of logic after synthesis
logic type / count (synthesis)
simple gates: 16
buf+inv: 4
## per-layer routing
| layer | vias up | global-route usage (%) |
|---|---|---|
| met4 | 0 | 0 |
| met2 | 20 | 3.93 |
| li1 | 169 | - |
| met3 | 0 | 1.48 |
| met1 | 154 | 6.86 |
| met5 | - | 0 |
## per-stage QoR
stage,setup slack [ns],TNS [ns]
2_1_floorplan,0.250,0
3_3_place_gp,-0.802,-12.14
3_5_place_dp,-0.800,-12.00
4_1_cts,-0.125,-0.973
5_1_grt,-0.189,-1.64
6_report,-0.144,-1.16
## repair_timing
item	CTS	global route
pin swaps	9	5
setup buffers	14	3
cloned	4	0
resized	89	10
endpoints found under the setup margin	16	13
Power and IR drop assume default switching activity.
