==> flow/design.v <==
module fulladder_4bit_gate(sum,cout,a,b,cin);
  input [3:0]a,b;
  input cin;
  output [3:0]sum;
  output cout;
  wire p,q,r;
  fulladder_gate f1(sum[0],p,a[0],b[0],cin);
  fulladder_gate f2(sum[1],q,a[1],b[1],p);
  fulladder_gate f3(sum[2],r,a[2],b[2],q);
  fulladder_gate f4(sum[3],cout,a[3],b[3],r);
endmodule
module fulladder_4bit_gate_tb;
  reg [3:0]a,b;
  reg cin;
  wire [3:0]sum;
  wire cout;
  fulladder_4bit_gate dut (sum,cout,a,b,cin);
  initial
  begin
    a=4'b0; b=4'b0; cin=1'b0;
  end
  always #200 a=a+1;
  always #100 b=b+1;
  always #50 cin=~cin;
endmodule
module fulladder_gate(sum,cout,a,b,cin);
  input a,b,cin;
  output sum,cout;
  wire p,q,r;
  xor x1(sum,a,b,cin);
  and a1(p,a,b);
  and a2(q,b,cin);
  and a3(r,a,cin);
  or o1 (cout,p,q,r);
endmodule
module fulladder_gate_tb;
  reg a,b,cin;
  wire sum,cout;
  fulladder_gate uut(sum,cout,a,b,cin);
  initial begin
    a=0; b=0; cin=0;
  end
  always #200 a=~a;
  always #100 b=~b;
  always #50 cin=~cin;
endmodule
==> flow/run.sh <==
#!/bin/bash
# OpenROAD 26Q1-2900-gdf79404cd8, Yosys 0.63+post, stock flow scripts
make -C /OpenROAD-flow-scripts/flow DESIGN_CONFIG=/design/flow/config.mk WORK_HOME=/design/flow/orfs finish
==> flow/config.mk <==
export PLATFORM = sky130hd
export DESIGN_NAME = fulladder_4bit_gate
export DESIGN_NICKNAME = fulladder_4bit_gate
export VERILOG_FILES = /design/flow/design.v
export SDC_FILE = /design/flow/constraint.sdc
export NUM_CORES = 4
export LEC_CHECK = 1
export CORE_AREA = 10 10 70 70
export DIE_AREA = 0 0 80 80
==> flow/constraint.sdc <==
current_design fulladder_4bit_gate

set clk_period 2.3
set clk_io_pct 0.2

create_clock -name clk0 -period $clk_period

set non_clock_inputs [all_inputs -no_clocks]
set_input_delay [expr $clk_period * $clk_io_pct] -clock clk0 $non_clock_inputs
set_output_delay [expr $clk_period * $clk_io_pct] -clock clk0 [all_outputs]
==> COMMIT_EDITMSG <==
Log flow metrics for this revision

- Areal power density over the cells: 179 mW/mm^2
- Yosys stat counts 18 cells in the synthesized netlist.
- Max cap viols: 0
* Cell Type Count: 3
- Signal arrival time at the worst endpoint: 2.11 ns
* Sequential area share after synthesis: 0%
* Initial DRC Count: 0
- The power report puts the leakage power at 0.141 nW.
- By area the synthesized netlist is led by sky130_fd_sc_hd__fa_1, sky130_fd_sc_hd__inv_1, sky130_fd_sc_hd__buf_4.
- In the final layout, the share of cells above drive strength 1 is 50.0%.
- Area fraction in compound gates after synthesis: 0%
- Combined area of all synthesized cells: 148 um^2
- End point of the most critical hold path: sum[1]
* Startpoint of the lowest-slack hold path: b[1]
- After Yosys synthesis, XOR and XNOR cells account for 0% of the synthesized area.
- Number of vias per cell: 1.66
* Flop count: 0
- In this run, the combinational gates consume 100.0% of the power.
* Pin count of the biggest net entering global routing: 2
- Clock group share of total power: 0%
* Number of warnings in the stage logs: 35
* Endpoint required time on the critical path: 1.84 ns
- The total overflow left after global routing is 0.
* Average detailed-routed wire length per instance: 6.82 um
- Simple-gate share of the synthesized area: 0%
- Counting both buffers and inverters, the worst setup path holds a total of 6.
- According to the floorplan report, the die width is 80 um.
- GPL Wtd Cong: 0.661
* Dominant logic cell types in the final layout: sky130_fd_sc_hd__inv_1, sky130_fd_sc_hd__clkdlybuf4s50_1
- The layer flagged by global routing as most heavily used is met2.
- In this run the remaining antenna-violating nets after routing total 0.
* Number of filler instances in the final layout: 404
* Psw: 0.0000203 W
- Hold analysis shows the worst path with a depth of 3.
- In this run the tightest slew margin relative to its limit is 92.7%.
* Final count of hold timing violations: 0
- Minimum clock period after layout: 2.57 ns
- Per the OpenROAD floorplan log, the area of the core is 0.00342 mm^2.
* Detailed Routing Iterations Pass 1: 1
- Internal power: 0.0000358 W
- Measured on the finished design, the core utilization comes to 9.16%.
- For this run, design rule violations remaining after detail routing come to 0.
- Sequential cells burn 0% of the power.
- Wire length reported by the detailed router: 505 um
- The placed instances occupy a cell area of 320 um^2.
- For this configuration, the core starts out at a cell density of 4.32%.
- The longest incremental delay of any stage on the critical path is reported as 0.40 ns.
* Dominant comb cell: adder cells
- GRT Total Usage: 1.44%
- Top delay family on crit path: adder cells
- The floorplan has 21 rows.
- Clock Buffer Count: 0
- The routed layout has 123 vias.
- Per the detail_route report, inserted antenna diodes total 0.
* Final worst path period share: 112%
- The report lists the cells along the critical path as buf_6 -> inv_4 -> fa_2 -> inv_2 -> fa_2 -> fa_2 -> inv_2 -> fa_1 -> inv_1 -> buf_2.
- Of the total synthesized cell area, the portion taken by full adders, half adders and majority gates is 54.2%.
- Cell at the slowest stage of the critical path: sky130_fd_sc_hd__fa_1
- Setup violations, final: 2
- The final layout reports a setup TNS of -0.337 ns.
- Chip area: 0.00640 mm^2
* Vias in the first global route: 135
- The synthesized design devotes to its leading area cell type 54.2% of total area.
- Fmax: 389 MHz
* Worst slack, placed: -1.00 ns
- Switching fraction of total power: 36.2%
- GR met1 Demand/Resource: 1.40%
* Kind of critical path: primary input to output port
* Vertical die dimension: 80 um
- Setup repair after global routing could not meet its margin everywhere.
- Synthesis handed over a netlist of 18 instances.
- Number of buffers inserted by port buffering: 14
* Hold crit path type: primary input to output port
- The Yosys step of the flow raised 0 warnings.
- Across all hold checks on the routed design, the worst slack comes to 1.55 ns.
* Post CTS Setup Buffer Count: 0
- Outcome: finished with violations
- Global-route wire length before repair: 696 um
- The analysis reports a worst IR drop on VDD of 0.0199 mV.
* Most common cell on crit path: sky130_fd_sc_hd__fa_2
- Global routing met3 resource utilization: 1.25%
- Each instance of the synthesized netlist takes up on average 8.20 um^2.
* Synthesis-to-layout area growth: 112%
- Startpoint type of the worst setup path: primary input
* Antenna violations before repair: 0
* Mux cell area share after synthesis: 0%
* Reg area: 0 um^2
* HPWL after DPL: 513 um
- The critical path in the final layout is reported with a setup slack of -0.267 ns.
- The final timing report lists a max-slew violation count of 0.
* Top cell type by total area after synthesis: sky130_fd_sc_hd__fa_1
- Transition time at the pin with the least slew margin: 0.110 ns
* Largest driver fanout on the critical path: 1
- In this run the count of I/O pins placed on the die edge is 14.
- CP Capture Type: output port
- The finished cells cover 313 um^2.
- The stat command in Yosys gives a chip area of 148 um^2.
- Met2 demand-to-capacity share in global routing: 2.41%
- Violations in the final reports: setup timing
==> metal layers <==
| metal | routed length, um | share of wire, % |
|---|---|---|
| met4 | 0 | 0 |
| met5 | 0 | 0 |
| met2 | 234 | 46 |
| met3 | 101 | 20 |
| met1 | 170 | 34 |
==> logic make-up after synthesis <==
logic type,count (synthesis)
buffers and inverters,14
adders and majority gates,4
==> worst max path at each step <==
stage / from / endpoint / slack [ns] / depth (start not counted)
5_1_grt: cin / sum[3] / -0.33 / 10
6_report: cin / sum[3] / -0.27 / 10
4_1_cts: cin / sum[3] / -0.34 / 10
==> final cells by class <==
class / instances / area [um^2] / area share [%]
Tap cell: 46 / 57.6 / 18.4
Multi-Input combinational cell: 4 / 87.6 / 28.0
Timing Repair Buffer: 14 / 125 / 40.0
Inverter: 10 / 42.5 / 13.6
==> metrics by stage <==
| step | power, W | cells |
|---|---|---|
| after floorplan | 0.0000304 | 18 |
| after global placement | 0.0000664 | 74 |
| after detailed placement | 0.0000673 | 74 |
| after CTS | 0.0000601 | 74 |
| after global routing | 0.0000656 | 74 |
| final | 0.0000561 | 74 |
==> cells in the mapped netlist <==
library cell / number
sky130_fd_sc_hd__fa_1: 4
sky130_fd_sc_hd__inv_1: 10
sky130_fd_sc_hd__buf_4: 4
==> power by group through the flow <==
stage	sequential, W	combinational [W]	clock [W]
finish	0	0.0000561	0
global route	0	0.0000656	0
CTS	0	0.0000601	0
==> repair_timing <==
item / in CTS / in global routing
hold buffers: 0 / 0
pin swaps: 4 / 3
setup endpoints to repair: 5 / 3
resized: 31 / 2
Power figures rest on the tool's default switching activity, not on a simulated workload.
